File: flow/run.sh
#!/bin/bash
# OpenROAD 26Q1-2900-gdf79404cd8, Yosys 0.63+post, stock flow scripts
make -C /OpenROAD-flow-scripts/flow DESIGN_CONFIG=/design/flow/config.mk WORK_HOME=/design/flow/orfs finish
File: flow/config.mk
export PLATFORM = sky130hd
export DESIGN_NAME = full
export DESIGN_NICKNAME = full
export VERILOG_FILES = /design/flow/design.v
export SDC_FILE = /design/flow/constraint.sdc
export NUM_CORES = 4
export LEC_CHECK = 1
export CORE_AREA = 10 10 112 112
export DIE_AREA = 0 0 122 122
File: flow/constraint.sdc
current_design full

set clk_period 2.9
set clk_io_pct 0.2

create_clock -name clk0 -period $clk_period [get_ports {clk}]

set non_clock_inputs [all_inputs -no_clocks]
set_input_delay [expr $clk_period * $clk_io_pct] -clock clk0 $non_clock_inputs
set_output_delay [expr $clk_period * $clk_io_pct] -clock clk0 [all_outputs]
File: flow/design.v
module antirebote(input clk, reset, a,
                  output y);
  reg state, nextstate;
  parameter  S0 = 1'b0;
  parameter  S1 = 1'b1;
  always @ (posedge clk, posedge reset)
    if (reset) state <= S0;
    else       state <= nextstate;
  always @(*)
    case(state)
      S0:  if (a) nextstate = S1;
           else   nextstate = S0;
      S1: if(~a) nextstate = S0;
          else   nextstate = S1;
    endcase
  assign y = (a & state==S0);
endmodule
module alarm (input clk, reset, a,
              output y);
reg [1:0] state, nextstate;
parameter S0 = 2'b00;
parameter S1 = 2'b01;
parameter S2 = 2'b10;
parameter S3 = 2'b11;
always @ (posedge clk, posedge reset)
  if (reset) state <= S0;
  else       state <= nextstate;
always @ ( * )
  case(state)
    S0: if(a) nextstate = S1;
        else  nextstate = S0;
    S1: if(a) nextstate = S2;
        else  nextstate = S0;
    S2: if(a) nextstate = S3;
        else  nextstate = S0;
    S3: if(a) nextstate = S2;
        else  nextstate = S0;
  endcase
assign y = (a & state == S3);
endmodule  
module movement(input clk, reset, l_in, r_in,
                output [2:0] state_out,
                output danger);
  reg [2:0] state, nextstate;
  parameter S0 = 3'b000;
  parameter L1 = 3'b001;
  parameter L2 = 3'b010;
  parameter L3 = 3'b011;
  parameter R1 = 3'b100;
  parameter R2 = 3'b101;
  parameter R3 = 3'b110;
  parameter RE = 3'b111;
  antirebote al(clk, reset, l_in, l_out);
  antirebote ar(clk, reset, r_in, r_out);
  always @ ( posedge clk, posedge reset)
    if (reset) state <= S0;
    else       state <= nextstate;
  always @ (*)
    case(state)
    S0: if (l_out&~r_out) nextstate = L1;
        else if (~l_out&r_out) nextstate = R1;
        else      nextstate = S0;
    L1: if (l_out&~r_out) nextstate = L2;
        else if (~l_out&r_out) nextstate = S0;
        else      nextstate = L1;
    L2: if (l_out&~r_out) nextstate = L3;
        else if (~l_out&r_out) nextstate = L1;
        else      nextstate = L2;
    L3: if (~l_out&r_out) nextstate = L2;
        else      nextstate = L3;
    R1: if (l_out&~r_out) nextstate = S0;
        else if (~l_out&r_out) nextstate = R2;
        else      nextstate = R1;
    R2: if (l_out&~r_out) nextstate = R1;
        else if (~l_out&r_out) nextstate = R3;
        else      nextstate = R2;
    R3: if (l_out&~r_out) nextstate = R2;
        else      nextstate = R3;
    endcase
  assign state_out = state;
  assign danger = (state == R3 | state == L3);
endmodule
module engine(input clk, reset, b_in, f_in,
              output [1:0] state_out);
  reg[1:0] state, nextstate;
  parameter  S0 = 2'b00;
  parameter  F1 = 2'b01;
  parameter  F2 = 2'b11;
  parameter  B1 = 2'b10;
  antirebote ab(clk, reset, b_in, b_out);
  antirebote af(clk, reset, f_in, f_out);
  always @ ( posedge clk, posedge reset)
    if (reset) state <= S0;
    else       state <= nextstate;
  always @ (*)
    case(state)
    S0: if (b_out&~f_out) nextstate = B1;
        else if (~b_out&f_out) nextstate = F1;
        else              nextstate = S0;
    B1: if (~b_out&f_out) nextstate = S0;
        else              nextstate = B1;
    F1: if (b_out&~f_out) nextstate = S0;
        else if (~b_out&f_out) nextstate = F2;
        else              nextstate = F1;
    F2: if (b_out&~f_out) nextstate = F1;
        else              nextstate = F2;
    endcase
  assign state_out = state;
endmodule
module full (input clk, reset, l_in, r_in, u_in, d_in, f_in, b_in,
              input [1:0] auto,
              output [2:0] left_right, up_down,
              output [1:0] forward_backward,
              output alarm);
  assign l = l_in&auto[1];
  assign r = r_in&auto[1];
  assign u = u_in&auto[1];
  assign d = d_in&auto[1];
  assign f = f_in&auto[0];
  assign b = b_in&auto[0];
  wire dangerLR, dangerUD, danger;
  assign danger = dangerLR|dangerUD;
  movement LR(clk, reset, l, r, left_right, dangerLR);
  movement UD(clk, reset, d, u, up_down, dangerUD);
  engine engine(clk, reset, b, f, forward_backward);
  alarm ALARM(clk, reset, danger, alarm);
endmodule  
==> results_slide.txt <==
Physical Implementation Snapshot

Placed design
  • Number of buffers inserted by port buffering: 18
  • Global placement routability congestion: 0.823
  • Dpl ws: 810 ps
  • Count of placed standard cells including taps: 261
  • Detail Placement HPWL: 1860 um

Route
  • Via density: 2.99
  • # DRC: 0
  • Final wirelength: 2350 um
  • Number of iterations in the first detailed-routing pass: 4
  • Antenna-violating nets left: 0
  • Wire length per cell after detailed routing: 8.85 um
  • Ant. Diodes: 0
  • DR vias: 793
  • Initial drt markers: 16

Synthesis
  • Flops out of synthesis: 24
  • Async set or reset register ratio after synthesis: 75.0%
  • Count of yosys warnings during synthesis: 14
  • Average cell area after synthesis: 9.92 sq um
  • Number of instances in the synthesized netlist: 113
  • Count of instantiated cells in the yosys netlist: 113
  • Leading cell types by total area after synthesis: dfrtp_1 38%, dlxtn_1 8.0%, ha_1 6.7%
  • Number of synthesized flops with an enable pin: 0
  • Main synth FF type: dfrtp_1
  • Biggest area consumer among synthesized cells: dfrtp_1
  • Netlist cell types: 34
  • Netlist area before placement: 0.00112 sq mm
  • Portion of synthesized cell area occupied by the leading cell type: 37.9%
  • Post-synthesis chip area from yosys: 0.00112 sq mm

Floorplanning
  • Number of ports placed on the die boundary: 19
  • Number of placement rows: 37
  • Width of the chip: 122 um
  • Height of the die: 122 um
  • Core Region: 0.0102 sq mm
  • Die Size: 0.0149 sq mm
  • Init Core Util: 11.0%

Job
  • Maxcap violations: 0
  • Number of warnings in the stage logs: 29

STA
  • Setup-failing EPs final: 0
  • Count of unclocked register or latch pins: 6
  • Endpoints left unconstrained: 12
  • Shortest period the worst path allows: 2340 ps
  • Worst slew margin: 53.6%
  • Final slew viol count: 0
  • Highest clock frequency the design can meet: 0.428 GHz
  • Fin worst setup slack: 562 ps
  • Clock Skews: 2.42 ps
  • Final total negative setup slack: 0 ps
  • Crit share post-route: 80.6%
  • Setup repair after global routing missed its margin: false
  • Endpoints failing hold: 0
  • Actual transition at the worst max-transition pin: 695 ps
  • Min Hold Slack: 465 ps

Setup path
  • Worst-path cell with the longest stage delay: dfrtp_1
  • Kind of cell with the highest combined delay on the critical path: flip-flops
  • Total stage count of the critical path: 4
  • WP data arrival: 1760 ps
  • CP max FO: 13
  • Capturing element type of the critical path: primary output
  • Stage delay of the slowest cell on the critical path: 510 ps
  • Critical path, cell by cell: xor2_1, a22oi_2, nor2b_1, clkdlybuf4s50_1
  • Nature of the critical path startpoint: flip-flop
  • WP buf/inv: 1
  • Startpoint-to-endpoint class of the critical path: flip-flop to primary output
  • FF-to-FF path depth: 3
  • Data required time of the worst path: 2320 ps

Global routing
  • First-pass GRT wire length: 4070 um
  • Residual overflow from global routing: 0
  • Via count of the first global-routing pass: 789
  • Number of antenna violations at the first check in global routing: 0
  • Maximum number of pins on one net before global-route repair: 19
  • Total routing resource utilization after global routing: 3.29%

Clocking
  • Clock tree from TritonCTS: yes
  • Clock buffer depth: 2
  • CTS buffer count: 3
  • Root buf cell: clkbuf_8
  • Post-cts resize count: 0
  • Clock transition at the registers of the reported paths: 70 ps
  • CTS Hold Bufs: 0
  • # H-tree levels: 1
  • Number of setup buffers added after CTS: 0
  • Clock latency on the worst-skew pair: 250 ps

Power
  • Leakage Power: 0.629 nW
  • Pwr/cell area: 374 mW/mm^2
  • Max VDD drop: 0.117 mV

Cells and area
  • Commonest non-fill, non-tap cells in the layout: 18 x clkdlybuf4s50_1, 17 x dfrtp_1, 8 x inv_1
  • Post-route core utilization: 14.6%
  • Most used logic cell in the final layout: clkdlybuf4s50_1
  • Final std cells w/o fill: 265
  • Area added between synthesis and finish: 33.3%
  • Proportion of layout cells with a drive suffix above 1: 9.30%

Hold path
  • Instance count along the most critical hold path: 2
  • Type of the worst min-delay path: flip-flop to flip-flop

Run status
  • Status: finished, final reports clean
[metal layers]
layer  vias up  wire (um)  track usage, %
li1        414          -               -
met1       363       1140            4.70
met2        14       1030            4.98
met3         2        108           0.610
met4         0         63           0.894
met5         -          0               0
[registers in the layout, summed over array words and instances, names as in the netlist]
register / flops
UD.ar.state: 1
engine.af.state: 1
UD.nextstate: 3
LR.nextstate: 3
engine.state: 2
LR.al.state: 1
ALARM.state: 4
UD.state: 3
LR.state: 3
LR.ar.state: 1
UD.al.state: 1
engine.ab.state: 1
[metrics by stage]
stage | power, mW | instance area [sq um]
global route | 0.596 | 1490
finish | 0.558 | 1490
floorplan | 0.321 | 1120
global placement | 0.362 | 1440
detailed placement | 0.364 | 1440
CTS | 0.572 | 1490
[final cells by class]
type,instances,area (sq um)
clock buffers,4,55.1
flip-flops and latches,24,542
fillers,1120,8740
multi-input cells,74,512
well taps,136,170
repair buffers,18,180
inverters,9,35.0
[worst paths after layout]
check,from,to,slack (ps)
max reg2reg,UD.state[2],ALARM.state[2],1680
min in group asynchronous,reset,UD.ar.state,740
max,UD.state[2],alarm,560
min,ALARM.state[2],ALARM.state[1],470
max in group asynchronous,reset,ALARM.state[1],1720
min reg2reg,ALARM.state[2],ALARM.state[1],470
[cell usage after synthesis (3+ instances only)]
cell      count
dfrtp_1      17
inv_1         8
nor2_1        7
nor2b_1       7
o21ai_0       7
a21oi_1       6
and2_1        6
dlxtn_1       6
ha_1          6
buf_2         5
nand3_1       4
nor3_1        4
nand2b_1      3
[cells by family (layout without fill, tap and decap cells)]
| logic type | count (synthesis) | after routing | share of synthesized area (%) |
|---|---|---|---|
| AND-OR/OR-AND | 24 | 24 | 15.2 |
| multiplexers | 1 | 1 | 0.893 |
| buffers and inverters | 15 | 31 | 6.03 |
| adder cells (fa/ha/maj) | 6 | 6 | 6.70 |
| AND/OR/NAND/NOR | 41 | 41 | 21.3 |
| flip-flops | 18 | 18 | 40.3 |
| latches | 6 | 6 | 8.04 |
| XOR/XNOR | 2 | 2 | 1.56 |
[power breakdown]
group | internal, mW | switching (mW)
Sequential | 0.265 | 0.0101
Clock | 0.120 | 0.0809
Combinational | 0.0488 | 0.0331
Total | 0.434 | 0.124
[worst min-delay path, stage by stage (launching register included)]
cell and delay, ps:
dfrtp_1 320, nor2_1 40, nor2_1 70
Power figures rest on the tool's default switching activity, not on a simulated workload.
